## flow/run.sh

```bash
#!/bin/bash
# OpenROAD 26Q1-2900-gdf79404cd8, Yosys 0.63+post, stock flow scripts
make -C /OpenROAD-flow-scripts/flow DESIGN_CONFIG=/design/flow/config.mk WORK_HOME=/design/flow/orfs finish
```

## flow/config.mk

```make
export PLATFORM = sky130hd
export DESIGN_NAME = SBox
export DESIGN_NICKNAME = SBox
export VERILOG_FILES = /design/flow/design.v
export SDC_FILE = /design/flow/constraint.sdc
export NUM_CORES = 4
export LEC_CHECK = 1
export CORE_AREA = 10 10 70 70
export DIE_AREA = 0 0 80 80
```

## flow/constraint.sdc

```tcl
current_design SBox

set clk_period 1.0
set clk_io_pct 0.2

create_clock -name clk0 -period $clk_period

set non_clock_inputs [all_inputs -no_clocks]
set_input_delay [expr $clk_period * $clk_io_pct] -clock clk0 $non_clock_inputs
set_output_delay [expr $clk_period * $clk_io_pct] -clock clk0 [all_outputs]
```

## flow/design.v

```verilog
module SBox(
    input [3:0]in ,
    output [3:0]out
);
    assign out[3] = (~in[3] & ~in[2] & ~in[1] & in[0]) | (~in[3] & in[2] & ~in[0]) | (in[2] & in[1] & in[0]) | (in[2] & in[3] & in[0]) | (in[3] & ~in[2] & in[1] & in[0]) | (in[3] & ~in[2] & ~in[1] & ~in[0]);
    assign out[2] = (~in[3] & ~in[1] & ~in[0]) | (~in[2] & in[1] & in[0]) | (~in[3] & in[2] & ~in[0]) | (in[2] & in[3] & ~in[1]) | (in[3] & ~in[2] & in[1]);
    assign out[1] = (~in[3] & ~in[2] & ~in[1]) | (in[3] & ~in[2] & ~in[0]) | (~in[3] & in[2] & in[1] & ~in[0]) | (~in[1] & in[0]);
    assign out[0] = (in[2] & ~in[1] & ~in[0]) | (~in[3] & ~in[1] & in[0]) | (in[3] & in[2] & in[1]) | (in[3] & in[1] & ~in[0]) | (in[2] & in[1] & ~in[0]);
endmodule
```

==> flow_metrics.tcl <==
# metrics dict for downstream scripts
set metrics [dict create \
    synth.area.top_cells "nand2_1, maj3_1, a32oi_1" \
    ys_chip_area_sq_um 120.1 \
    diodes 0 \
    path_delay_family "buffers and inverters" \
    vdd_drop_max_mv 0.05786 \
    ys.warnings.count 0 \
    avgSynthCellArea_sq_um 6.006 \
    fillers 406 \
    p_int_mw 0.07179 \
    crit_fanout 4 \
    warnings 34 \
    cp_data_required_time_ns 0.80 \
    drc_errors 0 \
    min_period_ns 1.178 \
    ctsHoldBuffers 0 \
    wl_per_cell_um 6.198 \
    first_pass_iters 3 \
    die_w_um 80 \
    combGateArea_sq_um 130.1 \
    largest_area_cell "nand2_1" \
    drv_slew 0 \
    row_count 21 \
    yosys.cell_count.top_type "nand2_1" \
    die_h_um 80 \
    vias 192 \
    drt-total-wl_um 502 \
    worst_pin_slew_ns 0.1957 \
    cap_violations 0 \
    regArea_sq_um 0 \
    status "complete, but fails checks" \
    ys_seq_frac 0 \
    synth_top_area_share 0.1563 \
    fin_cells 81 \
    cp.buffers_inverters 3 \
    crit_path_cell_trace "buf_6 -> or2b_1 -> buf_4 -> a32oi_2 -> buf_2" \
    drive_above_1_share 0.6286 \
    slowest_stage "or2b_1" \
    grt_use_total 0.01524 \
    fin_util 0.09597 \
    power_frac_comb 1.000 \
    grt_use_met1 0.01780 \
    port_buffers 8 \
    mappedNetlistArea_sq_um 120.1 \
    yosys_cells 20 \
    tns_ns -0.5760 \
    switching_power_mw 0.04770 \
    rsz0062_at_grt "yes" \
    hold_start "in[3]" \
    critPathLaunch "in[1]" \
    start_kind "input port" \
    clock_power_share 0 \
    powerDensity_nw_per_um2 364.5 \
    worstSetupPathType "in -> out" \
    gp_congestion 0.6708 \
    grt_pass1_wl_um 869 \
    p_sw_frac 0.3992 \
    initCoreUtil 0.03516 \
    grt_max_degree 8 \
    drt_iter0_markers 3 \
    gr-usage-met2 0.02889 \
    busiest_layer "met2" \
    dp_cells 77 \
    setup_viol 4 \
    hold_violations 0 \
    synth.cells.most_frequent "nand2_1, inv_1" \
    dp_hpwl_um 378.3 \
    post-route-period-util 1.178 \
    antenna_found_initial 0 \
    relSlewSlack 0.8684 \
    yosysUniqueCellTypes 15 \
    worst_slack_ns -0.1777 \
    crit_path_end_kind "output pin" \
    viasPerCell 2.370 \
    core_sq_um 3416 \
    fmax_ghz 0.8491 \
    pwr-share-seq 0 \
    nClkBuffers 0 \
    ant_nets 0 \
    dieArea_sq_um 6400 \
    first_global_vias 178 \
    grt_overflow 0 \
    syn_inst 20 \
    cp.arrival_ns 0.98 \
    violations "negative setup slack" \
    use_met3 0.003409 \
    leakage_nw 0.1269 \
    hold_path_class "in -> out" \
    syn_to_final_growth_pct 172.9 \
    flops 0 \
    max_stage_delay_ns 0.26 \
    io_pins 8 \
]
## worst paths after layout
check | to | slack [ns] | cells after the start
max | out[1] | -0.18 | 5
min | out[0] | 0.72 | 3
## power groups by stage
stage / Clock (mW) / Sequential (mW) / Combinational (mW)
4_1_cts: 0 / 0 / 0.113
5_1_grt: 0 / 0 / 0.132
6_report: 0 / 0 / 0.119
## repair_timing
item	in CTS	in global routing
resized	41	2
setup endpoints to repair	4	4
buffers inserted	3	1
pin swaps	6	5
## cells by family (layout without fill, tap and decap cells)
kind of cell / Yosys count / count (layout) / share of synthesized area
compound gates: 8 / 8 / 0.4896
simple gates: 8 / 8 / 0.3021
buf+inv: 3 / 18 / 0.1250
fa+ha+maj: 1 / 1 / 0.08334
## tightest hold or removal path: stages
cell,delay (ns)
buf_6,0.10
o21ai_0,0.10
buf_2,0.12
## through the flow
stage                     instance area (sq um)  setup slack (ns)  hold slack, ns  power (mW)
after floorplan                           120.1           0.05325          0.4217     0.03489
after global placement                    280.3           -0.9710           1.507      0.1039
after detailed placement                  280.3           -0.9884           1.518      0.1051
after CTS                                 312.8           -0.2185          0.6957      0.1132
after global routing                      327.8           -0.2182          0.7372      0.1319
final                                     327.8           -0.1777          0.7189      0.1195
## per-layer routing
metal,up-vias,wire length [um],share of wire
met3,0,25,0.050
met2,2,252,0.50
met5,-,0,0
li1,103,-,-
met1,87,224,0.45
met4,0,0,0
## area by class of cell
type,count,area share
repair buffers,16,0.4046
multi-input cells,17,0.3969
inverters,2,0.02290
well taps,46,0.1756
## placed cells by master (no fill, tap or decap)
master,Yosys,final
inv_2,0,2
o21ai_0,1,1
a32oi_2,0,1
maj3_1,1,1
buf_2,0,4
o21bai_1,1,1
o31ai_1,1,1
buf_6,0,4
a21oi_2,0,1
o221ai_2,0,1
buf_4,1,7
nand2b_1,1,1
o211ai_1,1,1
or2b_1,1,1
buf_8,0,1
o2bb2ai_1,1,1
nor2_4,0,1
nand2_1,5,5
No activity file was given, so power comes from the tool's default toggle rates.
