`./run.sh`:
```
#!/bin/bash
# OpenROAD 26Q1-2900-gdf79404cd8, Yosys 0.63+post, stock flow scripts
make -C /OpenROAD-flow-scripts/flow DESIGN_CONFIG=/design/flow/config.mk WORK_HOME=/design/flow/orfs finish
```
`./config.mk`:
```
export PLATFORM = sky130hd
export DESIGN_NAME = rgbLighter
export DESIGN_NICKNAME = rgbLighter
export VERILOG_FILES = /design/flow/design.v
export SDC_FILE = /design/flow/constraint.sdc
export NUM_CORES = 4
export LEC_CHECK = 1
export CORE_AREA = 10 10 70 70
export DIE_AREA = 0 0 80 80
```
`./constraint.sdc`:
```
current_design rgbLighter

set clk_period 1.6
set clk_io_pct 0.2

create_clock -name clk0 -period $clk_period [get_ports {clk}]

set non_clock_inputs [all_inputs -no_clocks]
set_input_delay [expr $clk_period * $clk_io_pct] -clock clk0 $non_clock_inputs
set_output_delay [expr $clk_period * $clk_io_pct] -clock clk0 [all_outputs]
```
`./design.v`:
```
module getNextState (
    input [2:0] currentState,
    output [2:0] nextState
);
    assign nextState[0] = ~currentState[0];
    assign nextState[1] = currentState[1] ^ currentState[0];
    assign nextState[2] = currentState[2] ^ (currentState[1] & currentState[0]);
endmodule
module threeBitCounter (
    input clk,
    input reset,
    output reg [2:0] count  
);
    wire [2:0] next;
    getNextState u_2 (count, next);
    always @(posedge clk) begin
        if (reset)
            count <= 3'b000;
        else
            count <= next;
	end
endmodule
module counterToLights (
    input [2:0] count,
    output [2:0] rgb
);
    assign rgb[2] = (~count[2] & ~count[1] & ~count[0]) | (~count[2] & count[1] & count[0]) | (count[2] & ~count[1] & ~count[0]);
    assign rgb[1] = (~count[2] & ~count[1] & ~count[0]) | (~count[2] & ~count[1] & count[0]) | (count[2] & ~count[1] & ~count[0]) | (count[2] & count[1] & ~count[0]);
    assign rgb[0] = (~count[2] & ~count[1] & ~count[0]) | (~count[2] & count[1] & ~count[0]) | (count[2] & ~count[1] & count[0]);
endmodule
module rgbLighter (
    input clk,
    input reset,
    output [2:0] rgb
);
    wire [2:0] count;
    threeBitCounter  u_4 (clk, reset, count);
    counterToLights u_3 (count, rgb);
endmodule
```
==> impl_metrics.py <==
# Flow results
metrics = {
    "outcome": {
        "run_status": "complete, no violations",
    },
    "cts": {
        "cts_num_sinks": 3,
        "numCtsBuffers": 3,
        "post_cts_buffers": 0,
        "htree_levels": 1,
        "root_buffer": "clkbuf_4",
        "tritoncts": "yes",
        "worst_skew_pair.late_latency_ns": 0.23,
        "cts_buffer_depth": 2,
        "ctsHoldBuffers": 0,
        "path_clk_slew_ns": 0.04,
    },
    "worst_setup_path": {
        "crit_required_ns": 1.28,
        "r2r_start": "u_4.count[0]$_SDFF_PP0_",
        "arrival_ns": 1.02,
        "crit_path_start": "u_4.count[1]$_SDFF_PP0_",
        "cp-start-kind": "flip-flop",
        "crit_end": "rgb[0]",
        "critical_path_class": "flip-flop to primary output",
        "r2r_end": "u_4.count[2]$_SDFF_PP0_",
        "worst-path-max-fanout": 5,
        "worstSetupEndpointType": "primary output",
        "r2r_slack_ns": 0.69,
        "worstRegToRegCells": 3,
    },
    "logic_synthesis": {
        "yosys_area_um2": 130.1,
        "synth_cell_types": 8,
        "ys.flops": 3,
        "xor_area_share_pct": 6.731,
        "syn_avg_cell_area_um2": 10.01,
        "ys_sh_mux_pct": 7.692,
        "ys_cells": 13,
        "netlist_area_um2": 130.1,
        "yosys.area_share.aoi_pct": 7.692,
        "ys_sh_adder_pct": 9.615,
        "simple_gate_area_share_pct": 22.12,
        "syn_inst": 13,
        "logic_family": "simple AND/OR/NAND/NOR gates",
        "ys_warn_count": 1,
        "synth_seq_share_pct": 46.15,
    },
    "power": {
        "power_density_nw_per_um2": 993.1,
        "p_leak_uw": 0.00007937,
        "power_uw": 253.5,
        "vdd.ir_drop.worst_mv": 0.1584,
    },
    "floorplanning": {
        "pin_count": 5,
        "die_y_um": 80,
        "fp_util_pct": 3.810,
        "design.core.area_um2": 3416,
        "chip_area_um2": 6400,
        "die_w_um": 80,
        "core.rowCount": 21,
    },
    "timing": {
        "hold_viol_final": 0,
        "setup_violations": 0,
        "tightestPinTransition_ns": 0.1773,
        "fin_tns_setup_ns": 0,
        "slew_headroom_pct": 88.09,
        "fmax_mhz": 743.6,
        "maxSlewViolCount": 0,
        "rsz0062_at_grt": "false",
        "period_needed_ns": 1.345,
        "finClkSkew_ns": 0.002303,
        "fin_crit_sh_pct": 84.05,
    },
    "layout": {
        "area_growth_syn_to_layout_pct": 96.15,
        "regMostFlops": "u_4.count",
        "largest_register_ffs": 3,
        "fin_util_pct": 7.473,
        "top_regs": "u_4.count x3",
        "lay_top_cells": "3 x clkbuf_4, 3 x dlygate4sd2_1",
        "drive_gt1_share_pct": 23.81,
    },
    "global_route": {
        "grt_overflow": 0,
        "grt_max_degree": 8,
        "grt.total_usage_pct": 1.273,
        "antenna_found_initial": 1,
        "grt_pass1_vias": 121,
        "grt_pass1_wl_um": 552,
    },
    "place": {
        "io_buffers": 4,
        "place.gp.congestion": 0.6302,
    },
    "detailed_routing": {
        "dr_total_vias": 111,
        "dr.pass1.iters": 3,
        "ant_nets": 0,
        "wire_per_inst_um": 4.926,
        "vias_per_cell": 1.632,
        "drtIter0Drc": 14,
        "drcViolationCount": 0,
        "totalWireLength_um": 335,
    },
    "job": {
        "maxCapViolations": 0,
        "warning_count": 25,
    },
    "worst_hold_path": {
        "worstHoldPathType": "flip-flop to flip-flop",
        "hold_start": "u_4.count[0]$_SDFF_PP0_",
    },
}
==> stage by stage <==
stage                     hold slack (ns)  worst slack, ns  instances  area, um^2
after floorplan                    0.3867           0.7519         13       130.1
after detailed placement           0.4881           0.1989         63       227.7
after global routing               0.5146           0.1621         68       255.2
after global placement             0.4782           0.1898         63       227.7
final                              0.4700           0.2552         68       255.2
after CTS                          0.4686           0.2338         67       252.7
==> logic make-up (layout without fill, tap and decap cells) <==
family	count (synthesis)	in the layout
buffers and inverters	0	8
AND-OR/OR-AND	2	2
multiplexers	1	1
XOR/XNOR	1	1
other	0	1
flip-flops	3	3
AND/OR/NAND/NOR	5	5
adder cells (fa/ha/maj)	1	1
==> layer usage <==
metal | GRT usage (%) | share of wire (%) | wire length, um | up-vias
met5 | 0 | 0 | 0 | -
met4 | 0.5282 | 0 | 0 | 0
met1 | 1.062 | 40 | 133 | 42
met2 | 1.043 | 27 | 91 | 7
li1 | - | - | - | 62
met3 | 2.614 | 33 | 110 | 0
==> how the worst min path moves through the flow <==
| stage | to | depth (start not counted) | slack, ns |
|---|---|---|---|
| final | u_4.count[0]$_SDFF_PP0_ | 1 | 0.47 |
| after CTS | u_4.count[0]$_SDFF_PP0_ | 1 | 0.47 |
| after global routing | u_4.count[0]$_SDFF_PP0_ | 1 | 0.51 |
==> Yosys cell counts <==
cell type / n / share of area [%]
nand3b_1: 2 / 12
xnor2_1: 1 / 6.7
nor2b_1: 1 / 4.8
nor2_1: 2 / 5.8
ha_1: 1 / 9.6
dfxtp_1: 3 / 46
mux2i_1: 1 / 7.7
o21ai_0: 2 / 7.7
==> critical path, stage by stage, from the launching register on <==
cell	delay (ns)
dfxtp_1	0.36
nand3b_1	0.12
o21ai_0	0.08
dlygate4sd2_1	0.24
==> cell type report <==
| cell class | instances | area (um^2) |
|---|---|---|
| well taps | 46 | 57.56 |
| clock buffers | 4 | 26.28 |
| fillers | 404 | 3161 |
| repair buffers | 4 | 36.28 |
| multi-input cells | 10 | 70.07 |
| flip-flops and latches | 3 | 62.56 |
| diodes | 1 | 2.502 |
==> timing repair <==
| item | CTS | global route |
|---|---|---|
| endpoints found under the hold margin | 0 | 0 |
| endpoints found under the setup margin | 3 | 0 |
| resized | 5 | 0 |
==> where the power goes <==
part / leakage (uW) / switching (uW) / total [uW] / internal, uW
combinational: 0.0000389 / 8.37 / 29.3 / 20.9
sequential: 0.0000255 / 7.81 / 90.1 / 82.3
clock: 0.0000150 / 40.5 / 134 / 93.6
total: 0.0000794 / 56.7 / 253 / 197
Power figures rest on the tool's default switching activity, not on a simulated workload.
